`run.sh`:
```
#!/bin/bash
# OpenROAD 26Q1-2900-gdf79404cd8, Yosys 0.63+post, stock flow scripts
make -C /OpenROAD-flow-scripts/flow DESIGN_CONFIG=/design/flow/config.mk WORK_HOME=/design/flow/orfs finish
```
`constraint.sdc`:
```
current_design wb_bram

set clk_period 134.4
set clk_io_pct 0.2

create_clock -name clk0 -period $clk_period [get_ports {clk_i}]

set non_clock_inputs [all_inputs -no_clocks]
set_input_delay [expr $clk_period * $clk_io_pct] -clock clk0 $non_clock_inputs
set_output_delay [expr $clk_period * $clk_io_pct] -clock clk0 [all_outputs]
```
`design.v`:
```
module wb_bram #(
	parameter mem_file_name0 = "none",
	parameter mem_file_name1 = "none",
	parameter mem_file_name2 = "none",
	parameter mem_file_name3 = "none",
	parameter adr_width = 11
) (
	input             clk_i, 
	input             rst_i,
	input             wb_stb_i,
	input             wb_cyc_i,
	input             wb_we_i,
	output            wb_ack_o,
	input      [31:0] wb_adr_i,
	output reg [31:0] wb_dat_o,
	input      [31:0] wb_dat_i,
	input      [ 3:0] wb_sel_i
);
parameter word_width = adr_width - 2;
parameter word_depth = (1 << word_width);
reg            [7:0] ram0 [0:word_depth-1];     
reg            [7:0] ram1 [0:word_depth-1];     
reg            [7:0] ram2 [0:word_depth-1];     
reg            [7:0] ram3 [0:word_depth-1];     
reg                   ack;
wire [word_width-1:0] adr;
assign adr        = wb_adr_i[adr_width-1:2];       
assign wb_ack_o   = wb_stb_i & ack;
always @(posedge clk_i)
begin
	if (wb_stb_i && wb_cyc_i) 
	begin
		if (wb_we_i && wb_sel_i[0]) 
			ram0[ adr ] <= wb_dat_i[7:0];
        if (wb_we_i && wb_sel_i[1]) 
			ram1[ adr ] <= wb_dat_i[15:8];
        if (wb_we_i && wb_sel_i[2]) 
			ram2[ adr ] <= wb_dat_i[23:16];
        if (wb_we_i && wb_sel_i[3]) 
			ram3[ adr ] <= wb_dat_i[31:24];
		wb_dat_o <= {ram3[ adr ],ram2[ adr ],ram1[ adr ],ram0[ adr ]};
		ack <= ~ack;
	end else
		ack <= 0;
end
initial 
begin
	if (mem_file_name0 != "none" && mem_file_name1 != "none" && mem_file_name2 != "none" && mem_file_name3 != "none")
	begin
		$readmemh(mem_file_name0, ram0);
		$readmemh(mem_file_name1, ram1);
		$readmemh(mem_file_name2, ram2);
		$readmemh(mem_file_name3, ram3);
	end
end
endmodule
```
`config.mk`:
```
export PLATFORM = sky130hd
export DESIGN_NAME = wb_bram
export DESIGN_NICKNAME = wb_bram
export VERILOG_FILES = /design/flow/design.v
export SDC_FILE = /design/flow/constraint.sdc
export NUM_CORES = 4
export LEC_CHECK = 1
export CORE_UTILIZATION = 50
export SYNTH_MEMORY_MAX_BITS = 65536
```
==> run notes <==
* 0 — tally of nets with antenna violations remaining after routing
* 38.2 microns — WL per Instance
* 658000 sq um — Post-DP Area
* 1718 — number of CTS-inserted buffers
* 30050 — # Cells Yosys
* no — unrepaired setup endpoints after global routing
* finished clean — result of the run
* 0.501 — Initial Utilization
* sky130_fd_sc_hd__edfxtp_1 — leading cell type in the layout, fill and taps excluded
* 633000 sq um — chip area estimate from yosys synthesis
* 90757 — Fillers
* 199 — antenna violations before repair
* 81 — buffers added on ports
* 16417 — Flops after synth
* 0.0138 mV — largest vdd supply drop
* sky130_fd_sc_hd__clkbuf_16 — library cell used as clock root buffer
* 6.30 — vias per inst
* 0 — Max Cap Violations
* 339968 — vias in the first global route
* 7 — H-Tree Level Count
* 0 — Gates resized, CTS repair
* 129.76 ns — setup slack on the worst flop-to-flop path
* 6 — detailed-router iteration count before antenna repair
* 0 — total count of hold-check failures in the final report
* 0 ns — Total Neg Setup Slack
* 12.3% — growth of design area from synthesis to finish
* 0 — Setup-failing EPs final
* 0.778 — sequential cell area fraction in the yosys report
* 0.232 — fraction of layout cells with a size suffix above 1
* 0 — total overflow reported by the global router
* 18.2 MHz — timing-limited maximum frequency
* 1.37 ns — insertion delay to the later sink of the worst-skew pair
* sky130_fd_sc_hd__edfxtp_1 (78%), sky130_fd_sc_hd__mux4_2 (13%), sky130_fd_sc_hd__mux2i_1 (2.4%) — top cells by area in the synthesized netlist
* 16416 — count of library flops with an enable pin
* 1270000 sq um — area of the die
* 0.110 — worst rel slew slack
* 2620000 microns — wire length of the first global-routing pass
* 0 — final slew viol count
* 27.94 ns — endpoint arrival time on the critical path
* sky130_fd_sc_hd__edfxtp_1 — leading area contributor after synthesis
* 54.82 ns — fin crit period
* 1130 microns — Die Height
* 0 — Async S/R FF share, synth
* done — TritonCTS clock tree
* 0.408 — post-layout period usage of the worst path
* output port — type of destination of the critical path
* 413 — number of core rows
* input pin to output port — Crit Path Category
* 131 — tool warning count
* 1260000 sq um — core footprint
* 0.339 — combined global-route utilization of all metal layers
* 154 — largest net degree at the start of global routing
* 30050 — Post-Synthesis Cells
* 712000 sq um — final instance area
* 1.34 ns — transition time of the tightest slew-check pin
* 22618 — initial detailed-routing violation count
* 3 — worst-path fanout max
* 222 nW — static leakage
* 633000 sq um — Cell Area, Synth
* 0 — setup repair bufs after CTS
* 77 — number of unique standard cell types used by synthesis
* 0 — post-route DRC violation count
* 0.778 — Top-area cell share
* 106 — Ports
* 1 — Ys Warns
* 1130 microns — chip width
* 0.916 — GP Congestion
* sky130_fd_sc_hd__edfxtp_1 — dominant synthesized flop cell
* 1890000 microns — drt total wl
* 15.0 nW/um^2 — Pwr per Cell Area
* sky130_fd_sc_hd__edfxtp_1 (16416), sky130_fd_sc_hd__mux4_2 (3533), sky130_fd_sc_hd__nor2_1 (2233) — commonest cells after routing, fill and taps aside
* register to register — Tightest Hold Check Type
* input pin — category of the worst setup path launch point
* 21.1 sq um — average instance area after synthesis
* 107.52 ns — endpoint required time on the critical path
* 311921 — total number of vias
* 0.104 ns — largest clock skew in the final design
* 1210000 microns — detailed placement HPWL
* 0 — post-cts hold buffer count
* 6 — Longest Clk Path Bufs
* 0.06 ns — CTS clock-pin slew for the worst setup and hold paths
* 16417 — clk sink count
[cell usage after synthesis, drive strengths merged, types with 16 or more instances]
cell type,count
mux4,3533
a32oi,27
and2,26
and3,21
a31oi,99
nor2b,39
mux2i,1537
a22oi,736
a22o,132
a211oi,125
nand3,214
o211ai,41
buf,1106
mux2,171
nor3,68
a211o,22
clkbuf,841
o22ai,374
o22a,47
nor3b,16
nand2,768
o221ai,32
nor2,2268
a21oi,410
edfxtp,16416
nor4,27
a221o,27
o2111ai,41
or4,60
o21ai,303
nand4,254
a221oi,61
a2111oi,26
[registers in the layout, indices dropped and copies added, names as in the netlist]
signal / flops
ram1: 4096
ram2: 4096
ack: 1
wb_dat_o: 32
ram0: 4096
ram3: 4096
[final cells by class]
type                       count  area (sq um)  share of cell area
antenna                      241           603            0.000848
clock inverter               932          7830              0.0110
timing repair buffer        1361         11300              0.0159
clock buffer                2099         45100              0.0633
inverter                      15          78.8            0.000111
sequential                 16417        493000               0.693
tap                        16807         21000              0.0296
multi-input combinational  11671        133000               0.186
[worst max-delay path: stages]
cell and delay (ns):
sky130_fd_sc_hd__clkdlybuf4s50_1 0.48, sky130_fd_sc_hd__and2_1 0.12, sky130_fd_sc_hd__clkdlybuf4s50_1 0.46
[worst paths after layout]
path,startpoint,end,cells past startpoint
worst min-delay path,ack,ack,1
worst min register to register,ack,ack,1
worst max register to register,ram0[380][1],wb_dat_o[1],7
worst max-delay path,wb_stb_i,wb_ack_o,3
[routing by layer]
metal | vias up | track usage | part of all wire
met5 | - | 0.0456 | 0.0037
met4 | 234 | 0.148 | 0.059
met3 | 3880 | 0.297 | 0.21
met2 | 20947 | 0.450 | 0.45
met1 | 158757 | 0.399 | 0.28
li1 | 128103 | - | -
[per-stage QoR]
stage               hold slack (ns)  power, mW  utilization  setup slack (ns)  std cells
CTS                           0.414       10.7        0.563             79.57      49301
floorplan                     0.384       5.98            -             80.54      30050
global route                  0.441       10.9        0.563             79.54      49407
global placement              0.412       6.23        0.521             79.56      46268
detailed placement            0.401       6.23        0.521             79.57      46270
finish                        0.414       10.7        0.563             79.58      49543
[power breakdown]
| group | internal [mW] | switching [mW] | leakage [nW] |
|---|---|---|---|
| combinational | 0.153 | 0.339 | 49.1 |
| sequential | 5.63 | 0.00178 | 147 |
| clock | 2.62 | 1.90 | 25.9 |
| total | 8.41 | 2.24 | 222 |
[cells by family (layout without fill, tap and decap cells)]
| family | after synthesis | in the layout | share of synthesized area |
|---|---|---|---|
| DFF | 16417 | 16417 | 0.778 |
| muxes | 5241 | 5241 | 0.153 |
| and+or+nand+nor | 3830 | 3830 | 0.0257 |
| AOI/OAI and AO/OA | 2600 | 2600 | 0.0282 |
| buffers and inverters | 1962 | 4407 | 0.0147 |
| other | 0 | 241 | 0 |
Power figures rest on the tool's default switching activity, not on a simulated workload.
